==> design.v <==
module outport(
    input wire clk,          
    input wire clr,          
    input wire enable,       
    input wire [31:0] d,     
    output reg [31:0] q      
);
	initial q = 0;
	always @ (posedge clk) begin
		if (clr)
			q <= 0;
		else if (enable)
			q <= d;
	end
endmodule
module inport(
    input wire clk,          
    input wire clr,          
    input wire [31:0] d,     
    output reg [31:0] q      
);
	initial q = 0;
	always @ (posedge clk) begin
		if (clr)
			q <= 0;
		else 
			q <= d;
	end
endmodule
==> run.sh <==
#!/bin/bash
# OpenROAD 26Q1-2900-gdf79404cd8, Yosys 0.63+post, stock flow scripts
make -C /OpenROAD-flow-scripts/flow DESIGN_CONFIG=/design/flow/config.mk WORK_HOME=/design/flow/orfs finish
==> config.mk <==
export PLATFORM = sky130hd
export DESIGN_NAME = outport
export DESIGN_NICKNAME = outport
export VERILOG_FILES = /design/flow/design.v
export SDC_FILE = /design/flow/constraint.sdc
export NUM_CORES = 4
export LEC_CHECK = 1
export CORE_UTILIZATION = 30
==> constraint.sdc <==
current_design outport

set clk_period 1.0
set clk_io_pct 0.2

create_clock -name clk0 -period $clk_period [get_ports {clk}]

set non_clock_inputs [all_inputs -no_clocks]
set_input_delay [expr $clk_period * $clk_io_pct] -clock clk0 $non_clock_inputs
set_output_delay [expr $clk_period * $clk_io_pct] -clock clk0 [all_outputs]
==> results.py <==
# Auto-generated metrics
metrics = {
    "grt": {
        "grt_pass1_wl_um": 4110,
        "globalRouteOverflowTotal": 0,
        "grt_max_degree": 33,
        "grt_pass1_vias": 904,
        "track_usage_pct": 13.2,
        "antenna_found_initial": 0,
    },
    "drt": {
        "dr.pass1.iters": 4,
        "wl_per_cell_um": 11.1,
        "antenna_left": 0,
        "vias_per_cell": 4.18,
        "diodes": 0,
        "drc": 0,
        "detail_route.iter0.violations": 17,
        "dr_total_vias": 927,
        "drt-total-wl_um": 2470,
    },
    "placement": {
        "port_buffers": 66,
        "post-dp-hpwl_um": 1730,
        "placed_area_mm2": 0.00186,
        "gp_congestion": 0.691,
    },
    "setup_path": {
        "r2r_setup_slack_ns": 0.25,
        "slowest_stage": "dfxtp_2",
        "critPathRequiredTime_ns": 0.80,
        "crit_cells": 1,
        "path_delay_family": "flip-flops",
        "path_buffers": 1,
        "path_cells": "clkdlybuf4s15_1",
        "rr_worst_depth": 3,
        "cp-end-kind": "primary output",
        "worst-path-max-fanout": 2,
        "critPathLaunchType": "flip-flop",
        "crit_end": "q[28]",
        "path_class": "flip-flop to primary output",
        "r2r-start": "q[21]$_SDFFE_PP0P_",
        "rr_endpoint": "q[21]$_SDFFE_PP0P_",
        "crit_arrival_ns": 0.77,
        "max_stage_delay_ns": 0.33,
        "startpoint": "q[28]$_SDFFE_PP0P_",
    },
    "pwr": {
        "p_int_mw": 2.52,
        "p_comb_share_pct": 12.6,
        "power.density_mw_per_mm2": 1610,
        "clkPwrFrac_pct": 42.3,
        "netSwitchingFraction_pct": 19.2,
        "p_total_mw": 3.12,
        "seq_power_share_pct": 45.1,
        "p_leak_nw": 0.899,
        "switchingPower_mw": 0.600,
        "irDropWorstVdd_mv": 1.42,
    },
    "final_timing": {
        "finalHoldViolations": 0,
        "rsz0062_at_grt": "no",
        "final.min_clock_period_ns": 0.969,
        "worst_pin_slew_ns": 0.148,
        "fin_skew_ns": 0,
        "fmax_mhz": 1030,
        "setup_viol": 0,
        "finalMaxSlewViolations": 0,
        "whs_ns": 0.406,
        "relSlewSlack_pct": 89.8,
        "post-route-period-util_pct": 96.9,
    },
    "cts": {
        "cts_sinks": 32,
        "clk_pin_slew_ns": 0.07,
        "htree_num_levels": 2,
        "cts_buffer_depth": 2,
        "cts_buffers": 5,
        "clock_latency_ns": 0.28,
        "ctsRootBufferMaster": "clkbuf_8",
        "ctsHoldBuffers": 0,
        "cts_tree": "built",
    },
    "floorplan": {
        "boundaryPins": 67,
        "fp.dieH_um": 64.3,
        "die-area_mm2": 0.00413,
        "die_w_um": 64.3,
        "fp_util_pct": 31.5,
        "rows": 22,
        "core_mm2": 0.00369,
    },
    "finish": {
        "largest_reg_flops": 32,
        "syn_to_final_growth_pct": 65.9,
        "drive_gt1_share_pct": 37.4,
        "top_regs": "q (32)",
        "regMostFlops": "q",
        "fin_area_mm2": 0.00193,
    },
    "synthesis": {
        "syn_inst": 103,
        "yosys.area.top_type": "dfxtp_1",
        "top_area_share_pct": 55.1,
        "avgSynthCellArea_um2": 11.3,
        "common_cells": "dfxtp_1, mux2i_1, nor2_1",
        "ys_warn_count": 1,
        "edf_count": 0,
        "ff_type": "dfxtp_1",
        "ys_cells": 103,
        "yosysUniqueCellTypes": 6,
        "synth-async-reset-ratio_pct": 0,
        "ys_seq_elements": 32,
        "topCellsByArea": "dfxtp_1, mux2i_1, nor2_1",
        "netlist_area_mm2": 0.00116,
        "ys_seq_share_pct": 55.1,
        "synth_chip_area_mm2": 0.00116,
    },
    "flow_run": {
        "warnings": 25,
        "drv_cap": 0,
    },
    "run_status": {
        "status": "completed",
    },
    "worst_hold_path": {
        "hold_path_class": "primary input to flip-flop",
    },
}
layout make-up:
class                   instances  area [um^2]
fillers                       339         1760
flip-flops and latches         32          681
repair buffers                 70          623
multi-input cells              64          440
clock buffers                   7         96.3
well taps                      48         60.1
clock inverters                 1         30.0
through the flow:
stage / setup WS (ns) / TNS, ns / std cells / utilization, %
floorplan: 0.207 / 0 / 103 / -
global placement: -0.0753 / -2.34 / 213 / 50.3
detailed placement: -0.0894 / -2.71 / 213 / 50.3
CTS: 0.0125 / 0 / 222 / 54.9
global route: 0.0000429 / 0 / 222 / 52.3
finish: 0.0314 / 0 / 222 / 52.3
what timing repair did:
item | CTS | global route
resized | 97 | 19
endpoints found under the setup margin | 32 | 19
buffers inserted | 1 | 0
cell families after synthesis:
| logic type | after synthesis | share of synthesized area [%] |
|---|---|---|
| mux | 32 | 27.5 |
| flops | 32 | 55.1 |
| simple gates | 32 | 10.3 |
| buf+inv | 7 | 7.10 |
layout by cell type, fill, tap and decap left out:
| master | n |
|---|---|
| clkbuf_8 | 7 |
| buf_12 | 3 |
| dfxtp_2 | 32 |
| clkbuf_2 | 19 |
| buf_2 | 2 |
| buf_4 | 1 |
| clkdlybuf4s15_1 | 12 |
| bufinv_16 | 1 |
| mux2i_1 | 32 |
| clkdlybuf4s50_1 | 33 |
| nor2_1 | 32 |
per-layer routing:
metal	track usage (%)	wire length, um
met1	19.8	1210
met2	18.3	977
met3	5.62	251
met4	1.94	29
met5	0	0
power groups by stage:
stage         clock network, mW  logic (mW)  registers, mW
CTS                        1.35       0.422           1.41
finish                     1.32       0.393           1.41
global route               1.43       0.433           1.42
how the worst min path moves through the flow:
| stage | from | end | slack (ns) | cells past startpoint |
|---|---|---|---|---|
| final | enable | q[14]$_SDFFE_PP0P_ | 0.41 | 4 |
| after global routing | enable | q[1]$_SDFFE_PP0P_ | 0.43 | 4 |
| after CTS | enable | q[14]$_SDFFE_PP0P_ | 0.41 | 4 |
No activity file was given, so power comes from the tool's default toggle rates.
