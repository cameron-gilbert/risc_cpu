===== ./design.v =====
module select_and_encode(
    output reg r0_enable, r1_enable, r2_enable, r3_enable,
    output reg r4_enable, r5_enable, r6_enable, r7_enable,
    output reg r8_enable, r9_enable, r10_enable, r11_enable,
    output reg r12_enable, r13_enable, r14_enable, r15_enable,
    output reg r0_out, r1_out, r2_out, r3_out,
    output reg r4_out, r5_out, r6_out, r7_out,
    output reg r8_out, r9_out, r10_out, r11_out,
    output reg r12_out, r13_out, r14_out, r15_out,
    output [31:0] c_data,  
	 output [4:0] op_code,
    input gra, grb, grc,        
    input rin, rout, baout,     
    input [31:0] ir_data        
);
	wire [3:0] ra = ir_data[26:23];
	wire [3:0] rb = ir_data[22:19];
	wire [3:0] rc = ir_data[18:15];
	wire [3:0] reg_adr = (ra & {4{gra}}) | (rb & {4{grb}}) | (rc & {4{grc}});
	assign op_code = ir_data[31:27];
	assign c_data = {{13{ir_data[18]}},ir_data[18:0]};
	always @(*) begin
		r0_enable = 0; r1_enable = 0; r2_enable = 0; r3_enable = 0;
		r4_enable = 0; r5_enable = 0; r6_enable = 0; r7_enable = 0;
		r8_enable = 0; r9_enable = 0; r10_enable = 0; r11_enable = 0;
		r12_enable = 0; r13_enable = 0; r14_enable = 0; r15_enable = 0;
		r0_out = 0; r1_out = 0; r2_out = 0; r3_out = 0;
		r4_out = 0; r5_out = 0; r6_out = 0; r7_out = 0;
		r8_out = 0; r9_out = 0; r10_out = 0; r11_out = 0;
		r12_out = 0; r13_out = 0; r14_out = 0; r15_out = 0;
		case (reg_adr)
			4'b0000: begin 
				if (rin) r0_enable = 1; 
                if (rout || baout) r0_out = 1;
            end
            4'b0001: begin 
                if (rin) r1_enable = 1; 
                if (rout || baout) r1_out = 1;
            end
            4'b0010: begin 
                if (rin) r2_enable = 1; 
                if (rout || baout) r2_out = 1;
            end
            4'b0011: begin 
                if (rin) r3_enable = 1; 
                if (rout || baout) r3_out = 1;
            end
            4'b0100: begin 
                if (rin) r4_enable = 1; 
                if (rout || baout) r4_out = 1;
            end
            4'b0101: begin 
                if (rin) r5_enable = 1; 
                if (rout || baout) r5_out = 1;
            end
            4'b0110: begin 
                if (rin) r6_enable = 1; 
                if (rout || baout) r6_out = 1;
            end
            4'b0111: begin 
                if (rin) r7_enable = 1; 
                if (rout || baout) r7_out = 1;
            end
            4'b1000: begin 
                if (rin) r8_enable = 1; 
                if (rout || baout) r8_out = 1;
            end
            4'b1001: begin 
                if (rin) r9_enable = 1; 
                if (rout || baout) r9_out = 1;
            end
            4'b1010: begin 
                if (rin) r10_enable = 1; 
                if (rout || baout) r10_out = 1;
            end
            4'b1011: begin 
                if (rin) r11_enable = 1; 
                if (rout || baout) r11_out = 1;
            end
            4'b1100: begin 
                if (rin) r12_enable = 1; 
                if (rout || baout) r12_out = 1;
            end
            4'b1101: begin 
                if (rin) r13_enable = 1; 
                if (rout || baout) r13_out = 1;
            end
            4'b1110: begin 
                if (rin) r14_enable = 1; 
                if (rout || baout) r14_out = 1;
            end
            4'b1111: begin 
                if (rin) r15_enable = 1; 
                if (rout || baout) r15_out = 1;
            end
        endcase
    end
endmodule

===== ./run.sh =====
#!/bin/bash
# OpenROAD 26Q1-2900-gdf79404cd8, Yosys 0.63+post, stock flow scripts
make -C /OpenROAD-flow-scripts/flow DESIGN_CONFIG=/design/flow/config.mk WORK_HOME=/design/flow/orfs finish

===== ./config.mk =====
export PLATFORM = sky130hd
export DESIGN_NAME = select_and_encode
export DESIGN_NICKNAME = select_and_encode
export VERILOG_FILES = /design/flow/design.v
export SDC_FILE = /design/flow/constraint.sdc
export NUM_CORES = 4
export LEC_CHECK = 1
export CORE_AREA = 10 10 70 70
export DIE_AREA = 0 0 80 80

===== ./constraint.sdc =====
current_design select_and_encode

set clk_period 3.3
set clk_io_pct 0.2

create_clock -name clk0 -period $clk_period

set non_clock_inputs [all_inputs -no_clocks]
set_input_delay [expr $clk_period * $clk_io_pct] -clock clk0 $non_clock_inputs
set_output_delay [expr $clk_period * $clk_io_pct] -clock clk0 [all_outputs]

==> Changelog: implementation <==
### Implementation results

* Outcome: completed
* Area leader, netlist: buf_4
* Syn avg cell area at 6.14 um^2
* Hold Fails Final Rpt at 0
* Synth top cell by count: buf_4
* DRC at 0
* Final ANT Viol Nets at 0
* Tot Pwr at 0.124 mW
* DP HPWL at between 2000 and 2500 um
* Tool warning count at 33
* Area Overhead vs Synth at 112%
* Relative slew slack at 59.5%
* First-pass GRT wire length at ~3600 um
* Core area at around 3400 um^2
* MaxCap Viol Count at 0
* Post-Syn Area at between 500 and 600 um^2
* Fmax at around 300 MHz
* Drt pass-1 iters at 4
* Vias in the first global route at ~640
* Synth top area share at 52.6%
* # diodes at 0
* Pins over their slew limit at 0
* Die area at between 6000 and 7000 um^2
* CP Data Required Time at ~2600 ps
* Ports at 107
* Class of the worst hold path: primary input to output pin
* DP Area at about 1100 um^2
* Top post-synthesis cells by area: buf_4 53%, nor2_1 22%, a222oi_1 7.6%
* Post-layout period usage at a little over nine tenths
* Clock tree buffer count of the final layout at 0
* Final Cell Area at 1120 um^2
* Die Ht at roughly 80 um
* Total grt overflow at 0
* Crit path launch type: primary input
* Leakage at 0.532 nW
* RSZ-0062 raised after global routing: yes
* Antenna violations before repair at 0
* Fin cells at about 170
* Die X at about 80 um
* Power Density at between 100 and 150 nW/um^2
* Row count at 21
* Ys cells at 86
* Register area at 0 um^2
* Final Setup Violations at 0
* Total routed wirelength at 2570 um
* Critical path class: primary input to output pin
* Initial Utilization at 15.5%
* Final Critical Period at between 3000 and 4000 ps
* Placed insts at ~170
* Num sequential at 0
* Warning count from the yosys run at 1
* Drt via density at 3.73
* Fillers at 363
* Peak VDD IR at roughly 0.035 mV
* Actual slew at the worst max-slew pin at ~600 ps
* Post-Syn Instances at between 80 and 90
* Synth Seq Share at 0%
* Via count at ~650
* 1st-iter DRT viols at 50
* Largest net degree at the start of global routing at 15
* Post-DR wirelength/cell at approximately 15 um
* Distinct cells, synth at 13
* Final Util at about 33%
* Setup TNS at 0 ps
* CP Capture Type: output pin
* Max FO, Critical Path at 5
* All-Layer GR Usage at under 10%
* GPL Wtd Cong at 0.765
* YS chip area at about 530 um^2
* Port Buf Inserts at around 67
* Arrival @ worst endpoint at about 2600 ps
* CTS Hold Bufs at 0
* Proportion of layout cells with a drive suffix above 1 at approximately a fifth
* Synth top cells by count: 37 x buf_4, 31 x nor2_1, 4 x a222oi_1
-- final timing paths --
kind	cells after the start	to	startpoint
worst max-delay path	6	r12_enable	ir_data[20]
worst min-delay path	0	c_data[10]	ir_data[10]
-- worst max-delay path, stage by stage --
cell and delay [ps]:
clkdlybuf4s50_1 400, a222oi_1 350, buf_4 200, or3b_4 410
nor2_2 90, clkdlybuf4s50_1 470
-- power breakdown --
group	total (mW)	switching, mW	internal [mW]
Sequential	0	0	0
Combinational	0.124	0.0430	0.0812
Clock	0	0	0
Total	0.124	0.0430	0.0812
-- final cells by class --
class                           count  area, um^2  area share [%]
Multi-Input combinational cell     48         273            24.4
Tap cell                           46        57.6            5.15
Timing Repair Buffer               80         787            70.4
-- stage by stage --
stage                     hold slack (ps)  setup WS (ps)
after floorplan                      1390            850
after global placement               1320          -70.2
after detailed placement             1320           -105
after CTS                            1320           17.4
after global routing                 1320          -66.5
final                                1320           61.3
-- logic make-up (layout without fill, tap and decap cells) --
group | after synthesis | in the layout | share of synthesized area [%]
and+or+nand+nor | 42 | 42 | 36.7
AOI/OAI and AO/OA | 6 | 6 | 9.95
buffers and inverters | 38 | 80 | 53.3
-- layout by cell type, fill, tap and decap left out --
cell / instances
o21bai_1: 1
or3_4: 1
nor2_2: 7
dlymetal6s2s_1: 9
o21ai_1: 1
a222oi_1: 4
buf_4: 13
nor2_1: 25
nand2b_1: 1
nand3_1: 1
nand2_1: 1
dlygate4sd2_1: 3
clkdlybuf4s50_1: 55
nand3b_1: 3
or3b_4: 3
-- what timing repair did --
action / CTS / global route
gates cloned: 0 / 0
pin swaps: 1 / 5
buffers inserted: 0 / 2
gates resized: 4 / 18
endpoints found under the setup margin: 17 / 15
-- layer usage --
layer	vias up	GRT usage (%)	wire length, um
met3	4	3.64	316
met2	34	12.3	1300
met1	281	7.78	941
met4	0	0.528	12
li1	330	-	-
met5	-	0	0
Power and IR drop assume default switching activity.
